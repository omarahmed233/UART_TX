===== flow/run.sh =====
#!/bin/bash
# OpenROAD 26Q1-2900-gdf79404cd8, Yosys 0.63+post, stock flow scripts
make -C /OpenROAD-flow-scripts/flow DESIGN_CONFIG=/design/flow/config.mk WORK_HOME=/design/flow/orfs finish

===== flow/config.mk =====
export PLATFORM = sky130hd
export DESIGN_NAME = serializer
export DESIGN_NICKNAME = serializer
export VERILOG_FILES = /design/flow/design.v
export SDC_FILE = /design/flow/constraint.sdc
export NUM_CORES = 4
export LEC_CHECK = 1
export CORE_AREA = 10 10 70 70
export DIE_AREA = 0 0 80 80

===== flow/constraint.sdc =====
current_design serializer

set clk_period 1.6
set clk_io_pct 0.2

create_clock -name clk0 -period $clk_period [get_ports {clk}]

set non_clock_inputs [all_inputs -no_clocks]
set_input_delay [expr $clk_period * $clk_io_pct] -clock clk0 $non_clock_inputs
set_output_delay [expr $clk_period * $clk_io_pct] -clock clk0 [all_outputs]

===== flow/design.v =====
module serializer(
    input           clk,
    input           rst,
    input   [7:0]   p_data,
    input           ser_en,
    output          ser_done,
    output          ser_data
);
    reg [7:0] data_received;
    reg received;
    reg [3:0] nbits;
    assign ser_done = (nbits == 4'd8);
    assign ser_data = data_received[7];
    always@(posedge clk or negedge rst) begin
        if(~rst) begin
            data_received = 8'd0;
            received = 0;
        end
        else if(ser_en) begin
            data_received = p_data;
            received = 1;
        end
        else begin
            data_received = 8'd0;
            received = 0;
        end
    end
    always@(posedge clk) begin
        if(received) begin
            data_received = data_received << 1 ;
            nbits = nbits +  1 ;
        end
        else begin
            data_received = 8'd0;
            nbits = 4'd0;
        end
    end
endmodule

==> impl.org <==
#+TITLE: Flow metrics

** Run status
- Outcome :: finished, final reports clean

** Pwr
- The highest supply drop recorded on VDD is 0.463 mV.
- Leakage component of the power :: 0.136 nW
- Per the summary, power density relative to cell area is 967 nW/um^2.

** Clock tree
- For the worst-skew pair, the clock arrives at the later sink with an insertion delay of 0.24 ns.
- In this run, post-CTS hold repair placed 0 buffers.
- After clock tree synthesis, the setup repair step added 0 buffers.
- CTS tree :: done
- On the worst setup and hold paths after CTS, the clock-pin slew comes to 0.04 ns.
- Maximum clock insertion buffer count :: 2
- H-tree lvl count :: 1
- The number of clock buffers added by TritonCTS is 3.
- Quantity of gates resized following cts :: 2
- Counting every sink on the clock net gives 5.
- Per the CTS log, the root buffer master is clkbuf_4.

** Global routing
- The number of global-route vias before repair is 166.
- Pin count of the biggest net entering global routing :: 6
- Global routing finished with a remaining overflow of 0.
- For this run, the total global-route usage over all layers was measured as 1.37%.
- The number of antenna violations at the first check in global routing was 0.
- Global-route wire length before repair :: 676 um

** Critical path
- Highest fanout seen on the critical path :: 3
- STA puts the critical path data required time at 1.28 ns.
- CP cell instances :: inv_1 -> ha_1 -> nand2_1 -> nor2_1 -> dlygate4sd2_1
- In this design, the largest share of critical-path delay is due to flip-flops.
- Type of element launching the critical path :: register
- Critical path endpoint category :: primary output
- WS Path Type :: register to primary output
- The launch point of the critical path was reported as nbits[1].
- The timing report gives the worst reg2reg path a setup slack of 0.67 ns.
- The critical path's slowest stage uses the library cell dfxtp_1.
- Counting both buffers and inverters, the worst setup path holds a total of 2.
- The critical path runs through a total of 5 cells.
- For the worst setup path, the data arrival time is 1.17 ns.
- The longest incremental delay of any stage on the critical path is reported as 0.35 ns.
- R2R depth :: 3
- Reg-to-Reg Start :: nbits[1]

** Yosys
- For reference, the top cells by count after synthesis are dfxtp_1 (4), and2_1 (2), ha_1 (2), inv_1 (2), nand2_1 (2).
- The cell count after synthesis came out at 21.
- Before any placement, the netlist area is recorded as 209 um^2.
- The synthesized netlist was found by Yosys to have 21 cells.
- Averaged over all synthesized cells, the footprint is 9.95 um^2.
- For this run, the number of Yosys warnings is 17.
- Most common cell in the netlist :: dfxtp_1
- Chip area from the yosys synthesis statistics :: 209 um^2
- Cell types with the largest area share after synthesis :: dfxtp_1 (38%), dfrtp_1 (12%), ha_1 (12%)
- Sequential area share after synthesis :: 50.3%
- Distinct cells, synth :: 14
- Asr flop ratio synth :: 20.0%
- The most used flip-flop cell after synthesis is dfxtp_1.
- Top-area cell type share of the netlist area :: 38.3%
- Most area-hungry cell type in the Yosys netlist :: dfxtp_1
- Synthesis inferred 5 register bits.
- The post-synth count of flops with an enable pin is 0.

** Final layout
- Share of cells above drive strength 1 :: 14.8%
- Post-layout utilization of the core :: 9.23%
- Layout-stage area growth over the synthesis result :: 50.9%
- Total of fill cells in the finished design :: 402

** Place
- At the placement stage, the worst setup path has a slack of 0.112 ns.
- Count of buffers inserted at the top-level ports :: 3
- Routability-driven placement finished with a final weighted congestion of 0.601.

** Hold path
- Classification of the worst-slack hold path :: input port to async pin

** Drt
- After detailed routing, the number of remaining DRC violations is 0.
- DR WL/cell :: 5.03 um
- The wire length recorded after detailed routing is 367 um.
- Antenna diode count :: 0
- DRC violation total after the first TritonRoute iteration :: 0
- Via count of the routed design :: 150
- Final ANT Viol Nets :: 0
- Detail-routed via count per cell :: 2.05
- Detailed Routing Iterations Pass 1 :: 1

** Final timing
- Worst hold-check slack :: 0.221 ns
- Maximum achievable frequency :: 673 MHz
- Final hold violation count :: 0
- Setup total negative slack on the finished layout was measured at 0 ns.
- Final setup viols :: 0
- For the final database, setup skew stands at 0.00369 ns.
- The final critical path takes up 92.9% of the cycle.
- Per the final report, max-transition violations number 0.
- The worst path in the final design needs a cycle of 1.49 ns, including I/O delays and setup.
- Unrepaired setup endpoints after global routing :: no
- The worst path meets setup with 0.114 ns of slack.

** Die
- During I/O placement, the number of pins put on the boundary was 13.
- The floorplan step records an initial core utilization of 6.12%.
- The report lists the number of standard-cell rows as 21.
- Floorplan die area :: 6400 um^2
- Placeable core region :: 3420 um^2
- Die X :: 80 um
- Die H :: 80 um

** Run
- The number of maximum-capacitance violations recorded for the run is 0.
- Across all stage logs, warnings added up to 34.
## cell type report
type,instances,area (um^2),share of cell area [%]
clock buffers,4,26.3,8.33
inverters,2,7.51,2.38
multi-input cells,13,88.8,28.2
flip-flops and latches,5,106,33.7
well taps,46,57.6,18.3
repair buffers,3,28.8,9.13
## logic make-up (layout without fill, tap and decap cells)
kind of cell / Yosys count / after routing / share of synthesized area [%]
XOR/XNOR: 1 / 1 / 4.19
multiplexers: 1 / 1 / 4.79
AND/OR/NAND/NOR: 8 / 8 / 19.8
buffers and inverters: 3 / 9 / 7.19
other: 1 / 1 / 1.79
flip-flops: 5 / 5 / 50.3
adder cells (fa/ha/maj): 2 / 2 / 12.0
## flip-flops by register name (all words and copies together), names as in the netlist
signal and cells:
nbits 4, received 1
## power breakdown
part / leakage [nW] / switching (mW) / internal, mW
combinational: 0.0767 / 0.00670 / 0.0121
clock: 0.0150 / 0.0509 / 0.0942
sequential: 0.0447 / 0.00735 / 0.134
## placed cells by master, fill, tap and decap left out
cell,count
and2_1,2
clkbuf_1,1
clkbuf_4,3
clkdlybuf4s50_1,2
conb_1,1
dfrtp_1,1
dfxtp_1,3
dfxtp_2,1
dlygate4sd2_1,1
ha_1,2
inv_1,2
mux2i_1,1
nand2_1,2
nand2b_1,1
nand3_1,1
nor2_1,1
nor2b_1,1
xor2_1,1
## worst register-to-register path: stages (launching register included)
cell and delay (ns):
dfxtp_1 0.35, inv_1 0.06, ha_1 0.27, and2_1 0.15
## path summary, 6_finish.rpt
path | endpoint
setup / recovery | ser_done
hold / removal | received
setup reg to reg | nbits[1]
hold reg to reg | nbits[0]
max in group asynchronous | received
min in group clk0 | nbits[0]
## metal layers
layer | up-vias | track usage [%] | part of all wire [%]
met5 | - | 0 | 0
met4 | 0 | 0.352 | 0
met3 | 0 | 1.59 | 15
met2 | 8 | 1.69 | 36
met1 | 67 | 1.47 | 49
li1 | 75 | - | -
## through the flow
stage          power [mW]  area (um^2)  cells
5_1_grt             0.329          315     73
4_1_cts             0.314          315     73
6_report            0.305          315     73
3_5_place_dp        0.161          289     69
2_1_floorplan       0.153          209     21
3_3_place_gp        0.159          289     69
Power figures rest on the tool's default switching activity, not on a simulated workload.
